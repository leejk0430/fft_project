### ./config.mk
export PLATFORM = sky130hd
export DESIGN_NAME = fft_8point_dft
export DESIGN_NICKNAME = fft_8point_dft
export VERILOG_FILES = /design/flow/design.v
export SDC_FILE = /design/flow/constraint.sdc
export NUM_CORES = 4
export LEC_CHECK = 1
export CORE_UTILIZATION = 40
### ./constraint.sdc
current_design fft_8point_dft

set clk_period 53.7
set clk_io_pct 0.2

create_clock -name clk0 -period $clk_period [get_ports {clk}]

set non_clock_inputs [all_inputs -no_clocks]
set_input_delay [expr $clk_period * $clk_io_pct] -clock clk0 $non_clock_inputs
set_output_delay [expr $clk_period * $clk_io_pct] -clock clk0 [all_outputs]
### ./design.v
module fft_8point_dft(
    input 			clk,
    input 			reset_n,
    input 			s_valid,
    output 			s_ready,
    input signed [7:0] x0,   
    input signed [7:0] x1,   
    input signed [7:0] x2,   
    input signed [7:0] x3,   
    input signed [7:0] x4,   
    input signed [7:0] x5,   
    input signed [7:0] x6,   
    input signed [7:0] x7,   
    output 			m_valid,
    input 			m_ready,
    output signed [31:0] m_X_0_real,
    output signed [31:0] m_X_0_imag,
    output signed [31:0] m_X_1_real,
    output signed [31:0] m_X_1_imag,
    output signed [31:0] m_X_2_real,
    output signed [31:0] m_X_2_imag, 
    output signed [31:0] m_X_3_real,
    output signed [31:0] m_X_3_imag, 
    output signed [31:0] m_X_4_real,
    output signed [31:0] m_X_4_imag, 
    output signed [31:0] m_X_5_real,
    output signed [31:0] m_X_5_imag, 
    output signed [31:0] m_X_6_real,
    output signed [31:0] m_X_6_imag, 
    output signed [31:0] m_X_7_real,
    output signed [31:0] m_X_7_imag 
);
    reg [2:0]  r_valid;
    reg signed [15:0] r_Xee_0_real;
    reg signed [15:0] r_Xee_1_real;
    reg signed [15:0] r_Xeo_0_real;
    reg signed [15:0] r_Xeo_1_real;
    reg signed [15:0] r_Xoe_0_real;
    reg signed [15:0] r_Xoe_1_real;
    reg signed [15:0] r_Xoo_0_real;
    reg signed [15:0] r_Xoo_1_real;
    reg signed [15:0] r_Xe_0_real;
    reg signed [15:0] r_Xe_0_imag;
    reg signed [15:0] r_Xe_1_real;
    reg signed [15:0] r_Xe_1_imag;
    reg signed [15:0] r_Xe_2_real;
    reg signed [15:0] r_Xe_2_imag;
    reg signed [15:0] r_Xe_3_real;
    reg signed [15:0] r_Xe_3_imag;
    reg signed [15:0] r_Xo_0_real;
    reg signed [15:0] r_Xo_0_imag;
    reg signed [15:0] r_Xo_1_real;
    reg signed [15:0] r_Xo_1_imag;
    reg signed [15:0] r_Xo_2_real;
    reg signed [15:0] r_Xo_2_imag;
    reg signed [15:0] r_Xo_3_real;
    reg signed [15:0] r_Xo_3_imag;
    reg signed [31:0] r_X_0_real;
    reg signed [31:0] r_X_0_imag;
    reg signed [31:0] r_X_1_real;
    reg signed [31:0] r_X_1_imag;
    reg signed [31:0] r_X_2_real;
    reg signed [31:0] r_X_2_imag;
    reg signed [31:0] r_X_3_real;
    reg signed [31:0] r_X_3_imag;
    reg signed [31:0] r_X_4_real;
    reg signed [31:0] r_X_4_imag;
    reg signed [31:0] r_X_5_real;
    reg signed [31:0] r_X_5_imag;
    reg signed [31:0] r_X_6_real;
    reg signed [31:0] r_X_6_imag;
    reg signed [31:0] r_X_7_real;
    reg signed [31:0] r_X_7_imag;
    reg signed [15:0] Xee_0_real;
    reg signed [15:0] Xee_1_real;
    reg signed [15:0] Xeo_0_real;
    reg signed [15:0] Xeo_1_real;
    reg signed [15:0] Xoe_0_real;
    reg signed [15:0] Xoe_1_real;
    reg signed [15:0] Xoo_0_real;
    reg signed [15:0] Xoo_1_real;
    reg signed [15:0] Xe_0_real;
    reg signed [15:0] Xe_0_imag;
    reg signed [15:0] Xe_1_real;
    reg signed [15:0] Xe_1_imag;
    reg signed [15:0] Xe_2_real;
    reg signed [15:0] Xe_2_imag;
    reg signed [15:0] Xe_3_real;
    reg signed [15:0] Xe_3_imag;
    reg signed [15:0] Xo_0_real;
    reg signed [15:0] Xo_0_imag;
    reg signed [15:0] Xo_1_real;
    reg signed [15:0] Xo_1_imag;
    reg signed [15:0] Xo_2_real;
    reg signed [15:0] Xo_2_imag;
    reg signed [15:0] Xo_3_real;
    reg signed [15:0] Xo_3_imag;
    reg signed [31:0] X_0_real;
    reg signed [31:0] X_0_imag;
    reg signed [31:0] X_1_real;
    reg signed [31:0] X_1_imag;
    reg signed [31:0] X_2_real;
    reg signed [31:0] X_2_imag;
    reg signed [31:0] X_3_real;
    reg signed [31:0] X_3_imag;
    reg signed [31:0] X_4_real;
    reg signed [31:0] X_4_imag;
    reg signed [31:0] X_5_real;
    reg signed [31:0] X_5_imag;
    reg signed [31:0] X_6_real;
    reg signed [31:0] X_6_imag;
    reg signed [31:0] X_7_real;
    reg signed [31:0] X_7_imag;
    reg signed [31:0] X_1_temp_real, X_1_temp_imag;
    reg signed [31:0] X_3_temp_real, X_3_temp_imag;
    reg signed [31:0] X_5_temp_real, X_5_temp_imag;
    reg signed [31:0] X_7_temp_real, X_7_temp_imag;
assign s_ready = ~m_valid | m_ready;
always @(posedge clk or negedge reset_n) begin
	if(!reset_n) begin
		r_valid <= 3'd0;
	end else if (s_ready) begin
		r_valid <= {r_valid[1:0], s_valid};
	end
end
always @(posedge clk) begin
    if(!reset_n) begin
        r_Xee_0_real <= 16'b0;
        r_Xee_1_real <= 16'b0;
        r_Xeo_0_real <= 16'b0;
        r_Xeo_1_real <= 16'b0;
        r_Xoe_0_real <= 16'b0;
        r_Xoe_1_real <= 16'b0;
        r_Xoo_0_real <= 16'b0;
        r_Xoo_1_real <= 16'b0;
        r_Xe_0_real <= 16'b0;
        r_Xe_0_imag <= 16'b0;
        r_Xe_1_real <= 16'b0;
        r_Xe_1_imag <= 16'b0;
        r_Xe_2_real <= 16'b0;
        r_Xe_2_imag <= 16'b0;
        r_Xe_3_real <= 16'b0;
        r_Xe_3_imag <= 16'b0;
        r_Xo_0_real <= 16'b0;
        r_Xo_0_imag <= 16'b0;
        r_Xo_1_real <= 16'b0;
        r_Xo_1_imag <= 16'b0;
        r_Xo_2_real <= 16'b0;
        r_Xo_2_imag <= 16'b0;
        r_Xo_3_real <= 16'b0;
        r_Xo_3_imag <= 16'b0;
        r_X_0_real <= 32'b0;
        r_X_0_imag <= 32'b0;
        r_X_1_real <= 32'b0;
        r_X_1_imag <= 32'b0;
        r_X_2_real <= 32'b0;
        r_X_2_imag <= 32'b0;
        r_X_3_real <= 32'b0;
        r_X_3_imag <= 32'b0;
        r_X_4_real <= 32'b0;
        r_X_4_imag <= 32'b0;
        r_X_5_real <= 32'b0;
        r_X_5_imag <= 32'b0;
        r_X_6_real <= 32'b0;
        r_X_6_imag <= 32'b0;
        r_X_7_real <= 32'b0;
        r_X_7_imag <= 32'b0;
    end
    else if(s_ready) begin
        r_Xee_0_real <= Xee_0_real;
        r_Xee_1_real <= Xee_1_real;
        r_Xeo_0_real <= Xeo_0_real;
        r_Xeo_1_real <= Xeo_1_real;
        r_Xoe_0_real <= Xoe_0_real;
        r_Xoe_1_real <= Xoe_1_real;
        r_Xoo_0_real <= Xoo_0_real;
        r_Xoo_1_real <= Xoo_1_real;
        r_Xe_0_real <= Xe_0_real;
        r_Xe_0_imag <= Xe_0_imag;
        r_Xe_1_real <= Xe_1_real;
        r_Xe_1_imag <= Xe_1_imag;
        r_Xe_2_real <= Xe_2_real;
        r_Xe_2_imag <= Xe_2_imag;
        r_Xe_3_real <= Xe_3_real;
        r_Xe_3_imag <= Xe_3_imag;
        r_Xo_0_real <= Xo_0_real;
        r_Xo_0_imag <= Xo_0_imag;
        r_Xo_1_real <= Xo_1_real;
        r_Xo_1_imag <= Xo_1_imag;
        r_Xo_2_real <= Xo_2_real;
        r_Xo_2_imag <= Xo_2_imag;
        r_Xo_3_real <= Xo_3_real;
        r_Xo_3_imag <= Xo_3_imag;
        r_X_0_real <= X_0_real;
        r_X_0_imag <= X_0_imag;
        r_X_1_real <= X_1_real;
        r_X_1_imag <= X_1_imag;
        r_X_2_real <= X_2_real;
        r_X_2_imag <= X_2_imag;
        r_X_3_real <= X_3_real;
        r_X_3_imag <= X_3_imag;
        r_X_4_real <= X_4_real;
        r_X_4_imag <= X_4_imag;
        r_X_5_real <= X_5_real;
        r_X_5_imag <= X_5_imag;
        r_X_6_real <= X_6_real;
        r_X_6_imag <= X_6_imag;
        r_X_7_real <= X_7_real;
        r_X_7_imag <= X_7_imag;
    end
end 
always @(*) begin
    Xee_0_real = x0 + x4;  
    Xee_1_real = x0 - x4;  
    Xeo_0_real = x2 + x6;  
    Xeo_1_real = x2 - x6;
    Xoe_0_real = x1 + x5; 
    Xoe_1_real = x1 - x5;  
    Xoo_0_real = x3 + x7; 
    Xoo_1_real = x3 - x7; 
    Xe_0_real = r_Xee_0_real + r_Xeo_0_real;
    Xe_0_imag = 'b0;
    Xe_1_real = r_Xee_1_real;
    Xe_1_imag = -r_Xeo_1_real;
    Xe_2_real = r_Xee_0_real - r_Xeo_0_real;
    Xe_2_imag = 'b0;
    Xe_3_real = r_Xee_1_real;
    Xe_3_imag = r_Xeo_1_real;
    Xo_0_real = r_Xoe_0_real + r_Xoo_0_real;
    Xo_0_imag = 'b0;
    Xo_1_real = r_Xoe_1_real;
    Xo_1_imag = -r_Xoo_1_real;
    Xo_2_real = r_Xoe_0_real - r_Xoo_0_real;
    Xo_2_imag = 'b0;
    Xo_3_real = r_Xoe_1_real;
    Xo_3_imag = r_Xoo_1_real;
    X_0_real = r_Xe_0_real + r_Xo_0_real;
    X_0_imag = r_Xe_0_imag + r_Xo_0_imag;
    X_1_temp_real = (r_Xo_1_real *  23170 + r_Xo_1_imag * 23170) >>> 15;
    X_1_temp_imag = (r_Xo_1_real * -23170 + r_Xo_1_imag * 23170) >>> 15;
    X_1_real = r_Xe_1_real + X_1_temp_real;
    X_1_imag = r_Xe_1_imag + X_1_temp_imag;
    X_2_real = r_Xe_2_real +r_Xo_2_imag;
    X_2_imag = r_Xe_2_imag -r_Xo_2_real; 
    X_3_temp_real = (r_Xo_3_real * -23170 + r_Xo_3_imag *  23170) >>> 15;
    X_3_temp_imag = (r_Xo_3_real * -23170 + r_Xo_3_imag * -23170) >>> 15; 
    X_3_real = r_Xe_3_real + X_3_temp_real;
    X_3_imag = r_Xe_3_imag + X_3_temp_imag;
    X_4_real = r_Xe_0_real - r_Xo_0_real;
    X_4_imag = r_Xe_0_imag - r_Xo_0_imag;
    X_5_temp_real = (r_Xo_1_real * -23170 + r_Xo_1_imag * -23170) >>> 15; 
    X_5_temp_imag = (r_Xo_1_real *  23170 + r_Xo_1_imag * -23170) >>> 15; 
    X_5_real = r_Xe_1_real + X_5_temp_real;  
    X_5_imag = r_Xe_1_imag + X_5_temp_imag;
    X_6_real = r_Xe_2_real - r_Xo_2_imag; 
    X_6_imag = r_Xe_2_imag + r_Xo_2_real;
    X_7_temp_real = (r_Xo_3_real *  23170 + r_Xo_3_imag * -23170) >>> 15; 
    X_7_temp_imag = (r_Xo_3_real *  23170 + r_Xo_3_imag *  23170) >>> 15; 
    X_7_real = r_Xe_3_real + X_7_temp_real; 
    X_7_imag = r_Xe_3_imag + X_7_temp_imag;
 end
assign m_valid = r_valid[2];
assign m_X_0_real = r_X_0_real;
assign m_X_0_imag = r_X_0_imag; 
assign m_X_1_real = r_X_1_real;
assign m_X_1_imag = r_X_1_imag;
assign m_X_2_real = r_X_2_real;
assign m_X_2_imag = r_X_2_imag;
assign m_X_3_real = r_X_3_real;
assign m_X_3_imag = r_X_3_imag;
assign m_X_4_real = r_X_4_real;
assign m_X_4_imag = r_X_4_imag;
assign m_X_5_real = r_X_5_real;
assign m_X_5_imag = r_X_5_imag;
assign m_X_6_real = r_X_6_real;
assign m_X_6_imag = r_X_6_imag;
assign m_X_7_real = r_X_7_real;
assign m_X_7_imag = r_X_7_imag;
endmodule
### ./run.sh
#!/bin/bash
# OpenROAD 26Q1-2900-gdf79404cd8, Yosys 0.63+post, stock flow scripts
make -C /OpenROAD-flow-scripts/flow DESIGN_CONFIG=/design/flow/config.mk WORK_HOME=/design/flow/orfs finish
==> flow_metrics.py <==
# Auto-generated metrics
metrics = {
    "run_status": {
        "run_status": "complete, no violations",
    },
    "global_routing": {
        "grt_start_max_net_pins": 156,
        "grt_usage_pct": 24.1,
        "antenna_found_initial": 2,
        "grt_pass1_wl_mm": 252,
        "grt_use_met3_pct": 5.79,
        "groute.layer.met1.usage_pct": 34.5,
        "grt.overflow.total": 0,
        "grt_pass1_vias": 43800,
        "use_met2_pct": 38.1,
        "globalRoute.busiestLayer": "met2",
    },
    "setup_path": {
        "worstReg2RegEnd": "r_X_1_imag[30]$_SDFFE_PN0P_",
        "path_cells": "clkdlybuf4s50_1 -> nor2b_4 -> inv_8 -> clkdlybuf4s50_1",
        "worst_r2r_path_depth": 41,
        "rrSetupSlack_ns": 42.57,
        "critical_path.top_delay_family": "buffers and inverters",
        "start_kind": "primary input",
        "worst_r2r_startpoint": "r_Xo_3_real[14]$_SDFFE_PN0P_",
        "critical_path_required_ns": 42.96,
        "timing.critical_path.to_type": "output pin",
        "critical-path-slowest-cell": "clkdlybuf4s50_1",
        "critical_path.most_common_cell": "clkdlybuf4s50_1",
        "path_buffers": 3,
        "worstPathMaxFanout": 105,
        "timing.setup.critical_path_class": "in -> out",
        "critPathArrivalTime_ns": 12.41,
        "worst_path_largest_cell_delay_ns": 0.51,
    },
    "min_path": {
        "worstHoldStart": "r_Xe_2_real[1]$_SDFFE_PN0P_",
        "worst_hold_depth": 2,
        "hold_end": "r_X_6_real[1]$_SDFFE_PN0P_",
        "hold_path.class": "reg -> reg",
    },
    "clocking": {
        "insertion_delay_ns": 0.62,
        "num_cts_buffers": 47,
        "postCtsSetupRepairBufs": 0,
        "postCtsResizedCells": 0,
        "hold_buffers": 0,
        "cts.sinks": 424,
        "cts_h_tree_depth": 2,
        "clk_path_buf_depth": 3,
        "cts-root-buf": "clkbuf_16",
        "tritoncts_clock_tree": "done",
        "path_clk_slew_ns": 0.06,
    },
    "logic_synthesis": {
        "synthAoiAreaFrac_pct": 16.3,
        "synth_simple_gate_area_share_pct": 12.5,
        "synthCells": 6641,
        "synth_top_cell_by_area": "ha_1",
        "top_cell_area_share_pct": 24.3,
        "netlist_logic_family_top": "adder cells",
        "post-synth-top-count-cell": "ha_1",
        "cell_count_in_the_yosys_report": 6641,
        "syn_area_um2": 55300,
        "post_synth_most_frequent_cells": "ha_1, inv_1, nand2_1, a21oi_1, dfxtp_1",
        "synthAdderAreaFrac_pct": 37.6,
        "synth-area-yosys_um2": 55300,
        "synth-async-reset-ratio_pct": 0.708,
        "mux_share_pct": 0.131,
        "topCellsByArea": "ha_1, dfxtp_1, fa_1, inv_1, a21oi_1",
        "synth-seq-area-share_pct": 15.4,
        "synth_xor_xnor_area_share_pct": 7.16,
        "count_of_unique_library_cells_instantiated_by_yosys": 83,
        "yosys_warnings": 1,
        "syn-mean-instance-area_um2": 8.33,
        "yosys_most_used_dff": "dfxtp_1",
        "synth_flops": 424,
        "synth-edff-count": 0,
    },
    "drt": {
        "drt_iter0_drc": 2283,
        "post_route_ant_nets": 0,
        "vias": 44600,
        "avgRoutedWirePerCell_um": 18.6,
        "drc_errors": 0,
        "drt_pass1_iterations": 5,
        "vias_per_cell": 5.11,
        "detail_route.wirelength_mm": 163,
    },
    "timing": {
        "rsz0062_at_grt": "no",
        "timing.max_slew.rel_slack_pct": 38.8,
        "number_of_failing_hold_endpoints_at_the_final_stage": 0,
        "finalMaxSlewViolations": 0,
        "final_period_minus_worst_setup_slack_ns": 23.15,
        "final_min_period_over_clock_period_pct": 43.1,
        "fmax_mhz": 43.2,
        "worst-slew-pin-transition_ns": 0.912,
        "fin_skew_ns": 0.0324,
        "setup_viol": 0,
        "total_neg_setup_slack_ns": 0,
    },
    "finish": {
        "flop_area_um2": 8510,
        "area.growth.synth_to_final_pct": 13.0,
        "total_area_of_multi_input_combinational_cells_um2": 41000,
        "layout_fillers": 13200,
        "final_cell_count_no_fill": 8717,
        "final_layout_size_suffix_gt1_share_pct": 3.18,
    },
    "floorplanning": {
        "chipHeight_um": 374,
        "die.size.x_um": 374,
        "io_pins": 582,
        "core_um2": 137000,
        "row_count": 136,
        "chip_area_um2": 140000,
        "initial_utilization_pct": 40.3,
    },
    "placement": {
        "placed_cell_count": 8629,
        "place_congestion": 0.981,
        "port_buffers": 517,
        "detailed_place_hpwl_mm": 134,
    },
    "job": {
        "drv.max_cap_violation_count": 0,
        "tool_warnings": 169,
    },
}
## cell type report
cell class              instances  share of cell area [%]
diodes                          1                 0.00401
clock buffers                  67                    2.20
clock inverters                20                   0.493
inverters                     852                    5.14
multi-input cells            4964                    65.7
flip-flops and latches        424                    13.6
well taps                    1794                    3.59
repair buffers                595                    9.29
## logic make-up (layout without fill, tap and decap cells)
logic type | after synthesis | count (layout)
mux | 7 | 7
buf+inv | 1316 | 1534
other cells | 1 | 65
simple gates | 1556 | 1556
flops | 424 | 424
xor+xnor | 452 | 452
fa+ha+maj | 1442 | 1442
compound gates | 1443 | 1443
## placed cells by master (no fill, tap or decap), drive strengths merged, types with 55 or more instances in the layout
master         netlist  layout
a211oi             122     122
a21oi              620     620
a21o               148     148
nand3               99      99
o21bai              68      68
clkbuf             155      67
xnor2              327     327
dfxtp              421     421
ha                1075    1075
nor3               102     102
fa                 367     367
o21ai              192     192
nor2               402     402
clkdlybuf4s50        0     516
buf                309      79
inv                851     854
nor2b               55      55
xor2               125     125
nand2              667     667
conb                 1      64
o21a                76      76
## worst max path at each step
stage,from,end,slack (ns),depth (start not counted)
5_1_grt,m_ready,s_ready,30.43,4
4_1_cts,m_ready,s_ready,30.50,4
6_report,m_ready,s_ready,30.55,4
## routing by layer
metal	wire, um	vias to the layer above
li1	-	22600
met1	74200	20900
met2	73500	942
met3	11100	162
met4	3670	2
met5	9	-
## per-stage QoR
step	util, %	area, um2	worst slack, ns	hold slack [ns]
floorplan	-	55500	31.42	0.417
global placement	44.3	60800	30.53	0.440
detailed placement	44.3	60800	30.50	0.443
CTS	45.5	62500	30.50	0.442
global route	45.5	62500	30.43	0.464
finish	45.5	62500	30.55	0.445
## flip-flops by register name (all words and copies together) (netlist names), 15 cells and up
name / cells
r_X_6_real: 16
r_X_3_real: 18
r_X_2_imag: 17
r_X_7_imag: 18
r_X_1_real: 18
r_X_1_imag: 18
r_Xe_2_real: 15
r_X_4_real: 16
r_X_5_imag: 18
r_X_6_imag: 15
r_Xe_0_real: 16
r_Xo_2_real: 15
r_X_3_imag: 18
r_Xo_1_imag: 15
r_Xo_0_real: 16
r_Xe_1_imag: 16
r_X_7_real: 18
r_X_0_real: 17
r_X_5_real: 18
## worst register-to-register path: cells and delay by family, from the launching register on
family,cells,cell delay [ns]
XOR/XNOR,2,0.78
adder cells (fa/ha/maj),9,3.57
AND-OR/OR-AND,17,4.15
flip-flops,1,0.60
buffers and inverters,6,1.04
AND/OR/NAND/NOR,7,0.84
